===== flow/config.mk =====
export PLATFORM = sky130hd
export DESIGN_NAME = key_expansion
export DESIGN_NICKNAME = key_expansion
export VERILOG_FILES = /design/flow/design.v
export SDC_FILE = /design/flow/constraint.sdc
export NUM_CORES = 4
export LEC_CHECK = 1
export CORE_UTILIZATION = 50
export SYNTH_MEMORY_MAX_BITS = 65536

===== flow/constraint.sdc =====
current_design key_expansion

set clk_period 6.4
set clk_io_pct 0.2

create_clock -name clk0 -period $clk_period [get_ports {clk}]

set non_clock_inputs [all_inputs -no_clocks]
set_input_delay [expr $clk_period * $clk_io_pct] -clock clk0 $non_clock_inputs
set_output_delay [expr $clk_period * $clk_io_pct] -clock clk0 [all_outputs]

===== flow/design.v =====
module key_expansion (
    input         clk,
    input         rst_n,
    input         en,
    input  [3:0]  round,
    input  [127:0] cipher_key,
    output [127:0] round_key
);
    reg [127:0] key_reg;
    wire [127:0] prev_key;
    assign prev_key = (round == 0) ? cipher_key : key_reg;
    wire [31:0] w0, w1, w2, w3;
    assign w0 = prev_key[127:96];
    assign w1 = prev_key[95:64];
    assign w2 = prev_key[63:32];
    assign w3 = prev_key[31:0];
    wire [31:0] rotword;
    assign rotword = {w3[23:0], w3[31:24]};
    wire [31:0] subword;
    wire [7:0] sb0, sb1, sb2, sb3;
    aes_sbox u_s0(.in_byte(rotword[31:24]), .out_byte(sb0));
    aes_sbox u_s1(.in_byte(rotword[23:16]), .out_byte(sb1));
    aes_sbox u_s2(.in_byte(rotword[15:8 ]), .out_byte(sb2));
    aes_sbox u_s3(.in_byte(rotword[7 :0 ]), .out_byte(sb3));
    assign subword = {sb0, sb1, sb2, sb3};
    function [7:0] get_rcon;
        input [3:0] r;
        case(r)
            0: get_rcon = 8'h01; 1: get_rcon = 8'h02; 2: get_rcon = 8'h04;
            3: get_rcon = 8'h08; 4: get_rcon = 8'h10; 5: get_rcon = 8'h20;
            6: get_rcon = 8'h40; 7: get_rcon = 8'h80; 8: get_rcon = 8'h1b;
            9: get_rcon = 8'h36; default: get_rcon = 8'h00;
        endcase
    endfunction
    wire [31:0] rcon_word;
    assign rcon_word = {get_rcon(round), 24'h0};
    wire [31:0] g_out;
    assign g_out = subword ^ rcon_word;
    wire [31:0] w4, w5, w6, w7;
    assign w4 = w0 ^ g_out;
    assign w5 = w1 ^ w4;
    assign w6 = w2 ^ w5;
    assign w7 = w3 ^ w6;
    wire [127:0] next_key;
    assign next_key = {w4, w5, w6, w7};
    assign round_key = key_reg; 
    always @(posedge clk or negedge rst_n) begin
        if (!rst_n) 
            key_reg <= 128'b0;
        else if (en) 
            key_reg <= next_key;
    end
endmodule
module aes_sbox(
    input [7:0]in_byte,
    output reg [7:0]out_byte
);
always@(*) begin
  case(in_byte)
          8'h00: out_byte = 8'h63;  8'h01: out_byte = 8'h7c;
        8'h02: out_byte = 8'h77;  8'h03: out_byte = 8'h7b;
        8'h04: out_byte = 8'hf2;  8'h05: out_byte = 8'h6b;
        8'h06: out_byte = 8'h6f;  8'h07: out_byte = 8'hc5;
        8'h08: out_byte = 8'h30;  8'h09: out_byte = 8'h01;
        8'h0a: out_byte = 8'h67;  8'h0b: out_byte = 8'h2b;
        8'h0c: out_byte = 8'hfe;  8'h0d: out_byte = 8'hd7;
        8'h0e: out_byte = 8'hab;  8'h0f: out_byte = 8'h76;
        8'h10: out_byte = 8'hca;  8'h11: out_byte = 8'h82;
        8'h12: out_byte = 8'hc9;  8'h13: out_byte = 8'h7d;
        8'h14: out_byte = 8'hfa;  8'h15: out_byte = 8'h59;
        8'h16: out_byte = 8'h47;  8'h17: out_byte = 8'hf0;
        8'h18: out_byte = 8'had;  8'h19: out_byte = 8'hd4;
        8'h1a: out_byte = 8'ha2;  8'h1b: out_byte = 8'haf;
        8'h1c: out_byte = 8'h9c;  8'h1d: out_byte = 8'ha4;
        8'h1e: out_byte = 8'h72;  8'h1f: out_byte = 8'hc0;
        8'h20: out_byte = 8'hb7;  8'h21: out_byte = 8'hfd;
        8'h22: out_byte = 8'h93;  8'h23: out_byte = 8'h26;
        8'h24: out_byte = 8'h36;  8'h25: out_byte = 8'h3f;
        8'h26: out_byte = 8'hf7;  8'h27: out_byte = 8'hcc;
        8'h28: out_byte = 8'h34;  8'h29: out_byte = 8'ha5;
        8'h2a: out_byte = 8'he5;  8'h2b: out_byte = 8'hf1;
        8'h2c: out_byte = 8'h71;  8'h2d: out_byte = 8'hd8;
        8'h2e: out_byte = 8'h31;  8'h2f: out_byte = 8'h15;
        8'h30: out_byte = 8'h04;  8'h31: out_byte = 8'hc7;
        8'h32: out_byte = 8'h23;  8'h33: out_byte = 8'hc3;
        8'h34: out_byte = 8'h18;  8'h35: out_byte = 8'h96;
        8'h36: out_byte = 8'h05;  8'h37: out_byte = 8'h9a;
        8'h38: out_byte = 8'h07;  8'h39: out_byte = 8'h12;
        8'h3a: out_byte = 8'h80;  8'h3b: out_byte = 8'he2;
        8'h3c: out_byte = 8'heb;  8'h3d: out_byte = 8'h27;
        8'h3e: out_byte = 8'hb2;  8'h3f: out_byte = 8'h75;
        8'h40: out_byte = 8'h09;  8'h41: out_byte = 8'h83;
        8'h42: out_byte = 8'h2c;  8'h43: out_byte = 8'h1a;
        8'h44: out_byte = 8'h1b;  8'h45: out_byte = 8'h6e;
        8'h46: out_byte = 8'h5a;  8'h47: out_byte = 8'ha0;
        8'h48: out_byte = 8'h52;  8'h49: out_byte = 8'h3b;
        8'h4a: out_byte = 8'hd6;  8'h4b: out_byte = 8'hb3;
        8'h4c: out_byte = 8'h29;  8'h4d: out_byte = 8'he3;
        8'h4e: out_byte = 8'h2f;  8'h4f: out_byte = 8'h84;
        8'h50: out_byte = 8'h53;  8'h51: out_byte = 8'hd1;
        8'h52: out_byte = 8'h00;  8'h53: out_byte = 8'hed;
        8'h54: out_byte = 8'h20;  8'h55: out_byte = 8'hfc;
        8'h56: out_byte = 8'hb1;  8'h57: out_byte = 8'h5b;
        8'h58: out_byte = 8'h6a;  8'h59: out_byte = 8'hcb;
        8'h5a: out_byte = 8'hbe;  8'h5b: out_byte = 8'h39;
        8'h5c: out_byte = 8'h4a;  8'h5d: out_byte = 8'h4c;
        8'h5e: out_byte = 8'h58;  8'h5f: out_byte = 8'hcf;
        8'h60: out_byte = 8'hd0;  8'h61: out_byte = 8'hef;
        8'h62: out_byte = 8'haa;  8'h63: out_byte = 8'hfb;
        8'h64: out_byte = 8'h43;  8'h65: out_byte = 8'h4d;
        8'h66: out_byte = 8'h33;  8'h67: out_byte = 8'h85;
        8'h68: out_byte = 8'h45;  8'h69: out_byte = 8'hf9;
        8'h6a: out_byte = 8'h02;  8'h6b: out_byte = 8'h7f;
        8'h6c: out_byte = 8'h50;  8'h6d: out_byte = 8'h3c;
        8'h6e: out_byte = 8'h9f;  8'h6f: out_byte = 8'ha8;
        8'h70: out_byte = 8'h51;  8'h71: out_byte = 8'ha3;
        8'h72: out_byte = 8'h40;  8'h73: out_byte = 8'h8f;
        8'h74: out_byte = 8'h92;  8'h75: out_byte = 8'h9d;
        8'h76: out_byte = 8'h38;  8'h77: out_byte = 8'hf5;
        8'h78: out_byte = 8'hbc;  8'h79: out_byte = 8'hb6;
        8'h7a: out_byte = 8'hda;  8'h7b: out_byte = 8'h21;
        8'h7c: out_byte = 8'h10;  8'h7d: out_byte = 8'hff;
        8'h7e: out_byte = 8'hf3;  8'h7f: out_byte = 8'hd2;
        8'h80: out_byte = 8'hcd;  8'h81: out_byte = 8'h0c;
        8'h82: out_byte = 8'h13;  8'h83: out_byte = 8'hec;
        8'h84: out_byte = 8'h5f;  8'h85: out_byte = 8'h97;
        8'h86: out_byte = 8'h44;  8'h87: out_byte = 8'h17;
        8'h88: out_byte = 8'hc4;  8'h89: out_byte = 8'ha7;
        8'h8a: out_byte = 8'h7e;  8'h8b: out_byte = 8'h3d;
        8'h8c: out_byte = 8'h64;  8'h8d: out_byte = 8'h5d;
        8'h8e: out_byte = 8'h19;  8'h8f: out_byte = 8'h73;
        8'h90: out_byte = 8'h60;  8'h91: out_byte = 8'h81;
        8'h92: out_byte = 8'h4f;  8'h93: out_byte = 8'hdc;
        8'h94: out_byte = 8'h22;  8'h95: out_byte = 8'h2a;
        8'h96: out_byte = 8'h90;  8'h97: out_byte = 8'h88;
        8'h98: out_byte = 8'h46;  8'h99: out_byte = 8'hee;
        8'h9a: out_byte = 8'hb8;  8'h9b: out_byte = 8'h14;
        8'h9c: out_byte = 8'hde;  8'h9d: out_byte = 8'h5e;
        8'h9e: out_byte = 8'h0b;  8'h9f: out_byte = 8'hdb;
        8'ha0: out_byte = 8'he0;  8'ha1: out_byte = 8'h32;
        8'ha2: out_byte = 8'h3a;  8'ha3: out_byte = 8'h0a;
        8'ha4: out_byte = 8'h49;  8'ha5: out_byte = 8'h06;
        8'ha6: out_byte = 8'h24;  8'ha7: out_byte = 8'h5c;
        8'ha8: out_byte = 8'hc2;  8'ha9: out_byte = 8'hd3;
        8'haa: out_byte = 8'hac;  8'hab: out_byte = 8'h62;
        8'hac: out_byte = 8'h91;  8'had: out_byte = 8'h95;
        8'hae: out_byte = 8'he4;  8'haf: out_byte = 8'h79;
        8'hb0: out_byte = 8'he7;  8'hb1: out_byte = 8'hc8;
        8'hb2: out_byte = 8'h37;  8'hb3: out_byte = 8'h6d;
        8'hb4: out_byte = 8'h8d;  8'hb5: out_byte = 8'hd5;
        8'hb6: out_byte = 8'h4e;  8'hb7: out_byte = 8'ha9;
        8'hb8: out_byte = 8'h6c;  8'hb9: out_byte = 8'h56;
        8'hba: out_byte = 8'hf4;  8'hbb: out_byte = 8'hea;
        8'hbc: out_byte = 8'h65;  8'hbd: out_byte = 8'h7a;
        8'hbe: out_byte = 8'hae;  8'hbf: out_byte = 8'h08;
        8'hc0: out_byte = 8'hba;  8'hc1: out_byte = 8'h78;
        8'hc2: out_byte = 8'h25;  8'hc3: out_byte = 8'h2e;
        8'hc4: out_byte = 8'h1c;  8'hc5: out_byte = 8'ha6;
        8'hc6: out_byte = 8'hb4;  8'hc7: out_byte = 8'hc6;
        8'hc8: out_byte = 8'he8;  8'hc9: out_byte = 8'hdd;
        8'hca: out_byte = 8'h74;  8'hcb: out_byte = 8'h1f;
        8'hcc: out_byte = 8'h4b;  8'hcd: out_byte = 8'hbd;
        8'hce: out_byte = 8'h8b;  8'hcf: out_byte = 8'h8a;
        8'hd0: out_byte = 8'h70;  8'hd1: out_byte = 8'h3e;
        8'hd2: out_byte = 8'hb5;  8'hd3: out_byte = 8'h66;
        8'hd4: out_byte = 8'h48;  8'hd5: out_byte = 8'h03;
        8'hd6: out_byte = 8'hf6;  8'hd7: out_byte = 8'h0e;
        8'hd8: out_byte = 8'h61;  8'hd9: out_byte = 8'h35;
        8'hda: out_byte = 8'h57;  8'hdb: out_byte = 8'hb9;
        8'hdc: out_byte = 8'h86;  8'hdd: out_byte = 8'hc1;
        8'hde: out_byte = 8'h1d;  8'hdf: out_byte = 8'h9e;
        8'he0: out_byte = 8'he1;  8'he1: out_byte = 8'hf8;
        8'he2: out_byte = 8'h98;  8'he3: out_byte = 8'h11;
        8'he4: out_byte = 8'h69;  8'he5: out_byte = 8'hd9;
        8'he6: out_byte = 8'h8e;  8'he7: out_byte = 8'h94;
        8'he8: out_byte = 8'h9b;  8'he9: out_byte = 8'h1e;
        8'hea: out_byte = 8'h87;  8'heb: out_byte = 8'he9;
        8'hec: out_byte = 8'hce;  8'hed: out_byte = 8'h55;
        8'hee: out_byte = 8'h28;  8'hef: out_byte = 8'hdf;
        8'hf0: out_byte = 8'h8c;  8'hf1: out_byte = 8'ha1;
        8'hf2: out_byte = 8'h89;  8'hf3: out_byte = 8'h0d;
        8'hf4: out_byte = 8'hbf;  8'hf5: out_byte = 8'he6;
        8'hf6: out_byte = 8'h42;  8'hf7: out_byte = 8'h68;
        8'hf8: out_byte = 8'h41;  8'hf9: out_byte = 8'h99;
        8'hfa: out_byte = 8'h2d;  8'hfb: out_byte = 8'h0f;
        8'hfc: out_byte = 8'hb0;  8'hfd: out_byte = 8'h54;
        8'hfe: out_byte = 8'hbb;  8'hff: out_byte = 8'h16;
        default: out_byte = 8'h00;
    endcase
end
endmodule
module subbytes(
    input [127:0]in_state,
    output [127:0]out_state
);
aes_sbox sbox0 (.in_byte(in_state[127:120]), .out_byte(out_state[127:120]));
aes_sbox sbox1 (.in_byte(in_state[119:112]), .out_byte(out_state[119:112]));
aes_sbox sbox2 (.in_byte(in_state[111:104]), .out_byte(out_state[111:104]));
aes_sbox sbox3 (.in_byte(in_state[103:96]), .out_byte(out_state[103:96]));
aes_sbox sbox4 (.in_byte(in_state[95:88]), .out_byte(out_state[95:88]));
aes_sbox sbox5 (.in_byte(in_state[87:80]), .out_byte(out_state[87:80]));
aes_sbox sbox6 (.in_byte(in_state[79:72]), .out_byte(out_state[79:72]));
aes_sbox sbox7 (.in_byte(in_state[71:64]), .out_byte(out_state[71:64]));
aes_sbox sbox8 (.in_byte(in_state[63:56]), .out_byte(out_state[63:56]));
aes_sbox sbox9 (.in_byte(in_state[55:48]), .out_byte(out_state[55:48]));
aes_sbox sbox10 (.in_byte(in_state[47:40]), .out_byte(out_state[47:40]));
aes_sbox sbox11 (.in_byte(in_state[39:32]), .out_byte(out_state[39:32]));
aes_sbox sbox12 (.in_byte(in_state[31:24]), .out_byte(out_state[31:24]));
aes_sbox sbox13 (.in_byte(in_state[23:16]), .out_byte(out_state[23:16]));
aes_sbox sbox14 (.in_byte(in_state[15:8]), .out_byte(out_state[15:8]));
aes_sbox sbox15 (.in_byte(in_state[7:0]), .out_byte(out_state[7:0]));
endmodule

===== flow/run.sh =====
#!/bin/bash
# OpenROAD 26Q1-2900-gdf79404cd8, Yosys 0.63+post, stock flow scripts
make -C /OpenROAD-flow-scripts/flow DESIGN_CONFIG=/design/flow/config.mk WORK_HOME=/design/flow/orfs finish

==> changes_impl.md <==
### Implementation results

- Run status: finished clean
- Critical path's top delay family: AND-OR/OR-AND gates
- Initial DRC count: 6082
- Pint: 9.79 mW
- Worst min path class: register to register
- Num CTS Buffers: 17
- Count of pins over their slew limit: 0
- Worst slew pin tran: 1.32 ns
- Sw Share: 57.3%
- Reg2reg start: key_reg[16]
- Die area: 53600 um2
- Vias in the first global route: 31.5k
- Sequential share of power: 8.3%
- CTS sink count: 128
- Most common cell in the synthesized netlist: nand2_1
- Area overhead of the layout relative to synthesis: 17.1%
- Top area cell types: dfrtp_1 (12%), mux2i_1 (6.6%), a21oi_1 (5.7%)
- # Cells Yosys: 3652
- H-tree depth: 4
- Clock slew at reported path FFs: 0.07 ns
- Clk_skew: 0.0173 ns
- Most Frequent Cell on Critical Path: buf_4
- Final std cells w/o fill: 4485
- Setup-failing EPs final: 0
- Late-Pin Clk Latency: 0.50 ns
- WP buf/inv: 5
- Cell Chain, Critical Path: clkdlybuf4s50_1, buf_4, buf_4, o41a_1, a21oi_4, buf_4, buf_4, nor2_1, o32ai_1, a221oi_1, nor3_1, o31a_2, xnor3_1, o41a_1, o211ai_1
- Ys flops: 128
- Synth Seq Share: 12.2%
- MaxCap Viol Count: 0
- HP Start: key_reg[53]
- Flip-flops with a built-in enable: 0
- Distinct cell type count after synthesis: 105
- Final Cycle Share: 95.9%
- DP Cell Count: 4441
- Total power draw: 23.0 mW
- Largest net degree at the start of global routing: 88
- Ports: 263
- Rows: 83
- Max frequency: 0.163 GHz
- Mean Syn Cell Area: 7.22 um2
- Buffers on Ports: 262
- Yosys synthesis chip area: 26400 um2
- WHS Endpoint: key_reg[53]
- Crit-path slowest cell: o32ai_1
- Post-route ant nets: 0
- Clk root buf: clkbuf_16
- Sw Pwr: 13.2 mW
- Vias: 34.0k
- TritonCTS clock tree: built
- Top cell area share: 12.2%
- Mapped cell area: 26400 um2
- DIE HEIGHT: 232 um
- GRT Util Overall: 50.4%
- Crit path max fanout: 23
- Drc violations: 0
- Share of cells above drive strength 1: 12.9%
- Setup Total Neg Slack: 0 ns
- Postcts setup bufs: 0
- Synth Warn #: 2
- Drt total wl: 136 mm
- Pwr Density: 744 nW/um2
- Routed WL per cell: 30.2 um
- Post-DP HPWL: 94.4 mm
- Worst R2R Setup Slack: 1.60 ns
- Grt ovf: 0
- R2R depth: 12
- Crit path from: round[2]
- Max VDD drop: 494 uV
- Worst Path Arrival: 6.53 ns
- Kind of critical path: primary input to register
- Slew HR: 9.69%
- Gates resized, CTS repair: 0
- Type of element capturing the critical path: register
- Leak: 11.7 nW
- Cells after synthesis: 3652
- FP Core Util: 51.0%
- Clock share of power: 4.9%
- First-pass DRT Iterations: 10
- CTS Hold Bufs: 0
- Max reg flops: 128
- Tmin final: 6.13 ns
- Post-synth top cells: nand2_1 (307), a21oi_1 (301), nor2_1 (280)
- Hold Vio Cnt, Final: 0
- Gp weighted congestion: 1.21
- Deepest clock path buffer count: 2
- Crit-path max cell delay: 0.76 ns
- Ys async rst share: 100%
- Die Span X: 232 um
- Unrepaired setup endpoints after global routing: no
- Via/cell ratio: 7.58
- Placed standard-cell area: 30200 um2
- Main flop type: dfrtp_1
- Post-route design area: 30900 um2
- OpenROAD warnings: 69
- CORE AREA: 51700 um2
- CP Data Required Time: 6.80 ns
- Worst Hold Path Cells: 2
- First-pass GRT wire length: 201 mm
- Top cell type by total area after synthesis: dfrtp_1
- Worst flop-to-flop path endpoint: key_reg[31]
- Crit path launch type: primary input
- Initial antenna violation count: 12
- Final Hold Slack: 0.512 ns
- Gate power share: 86.8%
per-layer routing:
| metal | wire [um] | GRT usage, % |
|---|---|---|
| met4 | 11100 | 28.8 |
| met1 | 48000 | 64.6 |
| met2 | 54100 | 70.2 |
| met3 | 22300 | 22.5 |
| met5 | 14 | 0 |
cells by family after synthesis:
group / after synthesis / share of synthesized area (%)
xor gates and xnor gates: 175 / 7.36
buffers and inverters: 472 / 8.01
DFF: 128 / 12.2
AOI/OAI and AO/OA: 1448 / 38.4
muxes: 296 / 12.3
adders and majority gates: 50 / 2.37
and+or+nand+nor: 1083 / 19.5
cells in the final DEF, fill, tap and decap left out, drive strengths merged, types with 24 or more instances in the layout:
| cell | synthesis | final |
|---|---|---|
| ha | 50 | 50 |
| clkdlybuf4s50 | 0 | 260 |
| a221oi | 55 | 55 |
| o311ai | 29 | 29 |
| a211o | 31 | 31 |
| mux2 | 106 | 106 |
| o221ai | 39 | 39 |
| nor3 | 115 | 115 |
| dfrtp | 128 | 128 |
| nor4 | 24 | 24 |
| nand2 | 307 | 307 |
| o22ai | 35 | 35 |
| nor2 | 280 | 280 |
| mux2i | 187 | 187 |
| nand2b | 68 | 68 |
| o211a | 28 | 28 |
| o21ai | 265 | 265 |
| a21oi | 302 | 302 |
| a31oi | 72 | 72 |
| a211oi | 120 | 120 |
| inv | 63 | 67 |
| buf | 173 | 255 |
| xor2 | 50 | 50 |
| nand3 | 108 | 108 |
| o31ai | 25 | 25 |
| nor2b | 54 | 54 |
| o211ai | 140 | 140 |
| a21o | 24 | 24 |
| xnor2 | 105 | 105 |
| a311oi | 36 | 36 |
layout make-up:
class	instances	area, um2
Timing Repair Buffer	515	4720
Multi-Input combinational cell	3052	21200
Antenna cell	12	30.0
Fill cell	4508	20900
Inverter	66	248
Sequential cell	128	3200
Clock buffer	17	425
Tap cell	680	851
Clock inverter	15	209
power groups by stage:
stage     Clock [mW]  Sequential (mW)  Combinational (mW)
6_report        1.12             1.91                19.9
5_1_grt         1.16             1.96                20.7
4_1_cts         1.14             1.89                18.8
how the worst max path moves through the flow:
stage                 slack, ns  cells past startpoint     endpoint
final                      0.27                     15   key_reg[3]
after global routing       0.26                     15  key_reg[70]
after CTS                  0.68                     16  key_reg[26]
tightest hold or removal path, cell delays in order (launching register included):
cell	delay, ns
dfrtp_1	0.36
nand2_1	0.05
o21ai_0	0.07
per-stage QoR:
| step | util, % | setup slack [ns] |
|---|---|---|
| finish | 59.7 | 0.265 |
| global route | 59.6 | 0.259 |
| CTS | 59.6 | 0.685 |
| detailed placement | 58.4 | 0.186 |
| global placement | 58.4 | 0.150 |
| floorplan | - | 0.718 |
Power and IR drop assume default switching activity.
